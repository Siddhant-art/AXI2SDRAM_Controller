===== /design/flow/run.sh =====
#!/bin/bash
# OpenROAD 26Q1-2900-gdf79404cd8, Yosys 0.63+post, stock flow scripts
make -C /OpenROAD-flow-scripts/flow DESIGN_CONFIG=/design/flow/config.mk WORK_HOME=/design/flow/orfs finish

===== /design/flow/config.mk =====
export PLATFORM = sky130hd
export DESIGN_NAME = dual_clock_fifo
export DESIGN_NICKNAME = dual_clock_fifo
export VERILOG_FILES = /design/flow/design.v
export SDC_FILE = /design/flow/constraint.sdc
export NUM_CORES = 4
export LEC_CHECK = 1
export CORE_UTILIZATION = 50

===== /design/flow/constraint.sdc =====
current_design dual_clock_fifo

set clk_period 12.3
set clk_io_pct 0.2

create_clock -name clk0 -period $clk_period [get_ports {clk}]
create_clock -name clk1 -period $clk_period [get_ports {clk_valid_i}]

set non_clock_inputs [all_inputs -no_clocks]
set_input_delay [expr $clk_period * $clk_io_pct] -clock clk0 $non_clock_inputs
set_output_delay [expr $clk_period * $clk_io_pct] -clock clk0 [all_outputs]

===== /design/flow/design.v =====
module dual_clock_fifo
#(
   parameter                       DATA_WIDTH = 64,
   parameter                       DATA_DEPTH = 8
)
(
   input  logic                                    clk,
   input  logic                                    rst_n,
   input  logic [DATA_WIDTH-1:0]                   data_i,
   input  logic                                    clk_valid_i,  
   output logic                                    grant_o,   
   output logic [DATA_WIDTH-1:0]                   data_o,
   output logic                                    valid_o,  
   input  logic                                    grant_i   
);
   localparam  ADDR_DEPTH =  $clog2(DATA_DEPTH);
   logic [ADDR_DEPTH-1:0]          opntr;
   logic [ADDR_DEPTH-1:0]          ipntr, ipntr_neg;  
   logic [DATA_WIDTH-1:0]          fifo_latches[DATA_DEPTH-1:0];
   integer                         i;
   assign grant_o = 1'b1;   
   always_ff @(negedge clk, negedge rst_n)
   begin
       if(rst_n == 1'b0)
       begin
           opntr <= {ADDR_DEPTH {1'b0}};
       end
       else
       begin
           opntr <= opntr;
           if(grant_i && valid_o)
           begin
               if (opntr == DATA_DEPTH-1)
              		opntr <= {ADDR_DEPTH {1'b0}};
               else
               		opntr <= opntr + 1'b1;
           end
       end
   end
   always_ff @(negedge clk, negedge rst_n)
   begin
       if(rst_n == 1'b0)
       begin
           ipntr_neg <= {ADDR_DEPTH {1'b0}};
       end
       else
       begin
           ipntr_neg <= ipntr;
       end
   end
   always_comb
   begin
      if (opntr == ipntr_neg) begin
         valid_o = 1'b0;
      end
      else begin 
         valid_o = 1'b1;
      end
   end  
   always_ff @(negedge clk_valid_i, negedge rst_n)
   begin
       if(rst_n == 1'b0)
       begin
               ipntr <= {ADDR_DEPTH {1'b0}};
       end
       else
       begin
           if (ipntr == DATA_DEPTH-1)
       		ipntr <= {ADDR_DEPTH {1'b0}};
           else
       		ipntr <= ipntr + 1'b1;
       end
   end
   always_ff @(negedge clk_valid_i, negedge rst_n)
   begin
      if(rst_n == 1'b0)
      begin
      for (i=0; i< DATA_DEPTH; i++)
         fifo_latches[i] <= {DATA_WIDTH {1'b0}};
      end
      else
      begin
            fifo_latches[ipntr] <= data_i;
      end
   end
   assign data_o = fifo_latches[opntr];
endmodule  

==> job_summary.md <==
## Synthesis and layout report

| Metric | Value |
|---|---|
| Hold Path Depth | 1 |
| R2R Path End | fifo_latches[7][25]$_DFFE_NN0P_ |
| Die height | 217 um |
| CP required | 9840 ps |
| Clock sink count | 521 |
| Top area cell types | dfrtn_1, mux2_2, a22o_1 |
| Place WS | a little over 500 ps |
| Layout fillers | 3540 |
| GRT Total Usage | 27.5% |
| RSZ-0062 raised after global routing | false |
| Largest net degree at the start of global routing | 115 |
| Status | completed |
| Post-CTS Hold Fix Bufs | 0 |
| Worst setup EP type | output pin |
| Max-area cell share | 56.6% |
| Most frequent cells in the layout | mux2_2, dfrtn_1, clkdlybuf4s50_1 |
| Pins Over Slew Limit | 0 |
| Reg2reg path depth | 3 |
| Row count | ~80 |
| Placer Congestion | approximately 0.8 |
| Detailed-route via count | 14500 |
| Post-CTS setup buffer count | 0 |
| Antenna viol nets, final | 0 |
| Area reported by Yosys stat | 23000 sq um |
| Sequential cell area | approximately 13000 sq um |
| M1 WL | between 20 and 30 mm |
| WL/cell | 24.5 um |
| Core area | between 40000 and 50000 sq um |
| Unique cell types | 28 |
| Die area | 47000 sq um |
| Final setup TNS | 0 ps |
| Yosys top cell by area | dfrtn_1 |
| Final worst setup slack | ~200 ps |
| Initial drt markers | 791 |
| Mapped cell area | approximately 23000 sq um |
| First-pass GRT wire length | just over 90 mm |
| Max-cap viol count | 0 |
| Total grt overflow | 0 |
| Clock transition at the registers of the reported paths | 50 ps |
| Post-CTS resize count | 0 |
| CTS tree | yes |
| Worst Hold Class | register to register |
| DR top layer | met5 |
| CP Launch Type | register |
| I/O Buffers | 131 |
| Synth warnings | 2 |
| Worst slew pin tran | 844 ps |
| MI comb area | 9480 sq um |
| Layout cells sized above 1 | 39.9% |
| Kind of critical path | register to output pin |
| Iteration tally of the first detailed-router pass | 7 |
| Metal3 WL | 3.48 mm |
| Syn-to-layout area delta | 16.7% |
| Reg-to-reg slack, setup | between 9000 and 10000 ps |
| Pwr dens | around 200 nW/um^2 |
| Mean Syn Cell Area | 14.0 sq um |
| Hold EP | ipntr[0]$_DFF_NN0_ |
| FP Util | 50.8% |
| Crit-path max FO | 22 |
| Io pins | 134 |
| Setup Viol. Count Final | 0 |
| Total Wirelength | approximately 60 mm |
| Horiz. Die Dim | 217 um |
| RR Startpoint | ipntr[2]$_DFF_NN0_ |
| Vias/cell | 6.07 |
| Yosys cell count | 1651 |
| Hold Crit Start | ipntr[0]$_DFF_NN0_ |
| Log Warnings | 40 |
| Vias in the first global route | between 15000 and 20000 |
| Final clock skew | 8.88 ps |
| DRC violations left | 0 |
| Antenna violations before repair | 5 |
| Synth Seq Share | 56.6% |
| Critical path arrival | 9640 ps |
| Syn Inst Count | 1651 |
| Pleak | ~0.011 uW |
| Endpoints failing hold | 0 |
| Relative slew slack | 43.7% |
| Post-DP HPWL | around 31 mm |
| Worst IR Drop VDD | around 0.00018 V |
| Most numerous logic cell after layout | mux2_2 |
| WL met2 | 26.7 mm |
| Post-synth regs | 521 |
==> flip-flops by register name (all words and copies together) (netlist names) <==
register and cells:
ipntr_neg 3, opntr 3, fifo_latches 512, ipntr 3
==> synth_stat cells <==
master,count
a221o_1,11
a221oi_1,53
a222oi_1,10
a22o_1,118
a31oi_1,65
and2_1,1
buf_1,2
buf_2,47
buf_4,2
buf_6,6
clkbuf_1,77
conb_1,1
dfrtn_1,521
ha_1,12
inv_1,7
mux2_2,567
nand2_1,58
nand3b_1,1
nor2_1,2
nor2b_1,4
nor3_1,65
o21ai_0,13
o31a_1,1
o31ai_1,1
or2_1,1
or3_1,1
or4_1,1
xor2_1,3
==> cell type report <==
type | count | area share [%]
clock buffer | 84 | 6.24
inverter | 7 | 0.0977
clock inverter | 19 | 0.740
sequential | 521 | 48.5
multi-input combinational | 989 | 35.3
timing repair buffer | 171 | 6.38
antenna | 3 | 0.0279
tap | 600 | 2.79
==> through the flow <==
step | hold WS [ps] | util [%] | instances | power (uW) | area (sq um)
global placement | 381 | 55.1 | 2288 | 3780 | 25000
global route | 450 | 59.3 | 2393 | 5730 | 26900
finish | 428 | 59.3 | 2394 | 5460 | 26900
CTS | 436 | 59.3 | 2391 | 5510 | 26900
detailed placement | 386 | 55.1 | 2288 | 3780 | 25000
floorplan | 337 | - | 1651 | 2760 | 23000
==> critical path, cell delays in order (launching register included) <==
cell and delay [ps]:
dfrtn_1 540, inv_1 140, ha_4 180, or4_2 710
or2_2 560, buf_12 280, a31oi_1 290, clkdlybuf4s50_1 520
==> per-layer routing <==
metal | up-vias | GRT usage [%]
met3 | 98 | 6.38
met4 | 4 | 6.50
li1 | 6434 | -
met1 | 7609 | 44.1
met5 | - | 0.208
met2 | 391 | 40.4
==> where the power goes <==
group          internal (uW)  total, uW  switching (uW)
registers               1820       1870            49.6
clock network           1020       1700             682
logic                    929       1880             952
==> worst max path at each step <==
stage / start / endpoint / cells after the start
after CTS: opntr[0]$_DFFE_NN0P_ / data_o[47] / 7
after global routing: opntr[0]$_DFFE_NN0P_ / data_o[17] / 7
final: opntr[0]$_DFFE_NN0P_ / data_o[47] / 7
==> kinds of logic after synthesis <==
kind of cell	share of synthesized area, %
compound gates	9.53
xor+xnor	0.114
fa+ha+maj	0.651
buf+inv	2.78
flops	56.6
mux	27.7
other cells	0.0163
simple gates	2.64
Power figures rest on the tool's default switching activity, not on a simulated workload.
