--- run.sh ---
#!/bin/bash
# OpenROAD 26Q1-2900-gdf79404cd8, Yosys 0.63+post, stock flow scripts
make -C /OpenROAD-flow-scripts/flow DESIGN_CONFIG=/design/flow/config.mk WORK_HOME=/design/flow/orfs finish
--- config.mk ---
export PLATFORM = sky130hd
export DESIGN_NAME = mem_tgen_checker
export DESIGN_NICKNAME = mem_tgen_checker
export VERILOG_FILES = /design/flow/design.v
export SDC_FILE = /design/flow/constraint.sdc
export NUM_CORES = 4
export LEC_CHECK = 1
export CORE_UTILIZATION = 40
--- constraint.sdc ---
current_design mem_tgen_checker

set clk_period 29.8
set clk_io_pct 0.2

create_clock -name clk0 -period $clk_period [get_ports {ui_clk}]

set non_clock_inputs [all_inputs -no_clocks]
set_input_delay [expr $clk_period * $clk_io_pct] -clock clk0 $non_clock_inputs
set_output_delay [expr $clk_period * $clk_io_pct] -clock clk0 [all_outputs]
--- design.v ---
module lfsr_gen
  #(
    parameter lfsr_width = 64
    )
   (
    input logic 		  clk,
    input logic 		  new_seed,  
    input logic [lfsr_width-1:0]  seed,  
    input logic 		  readyMig,  
    input logic 		  regen,  
    input logic 		  rd_valid,  
    output logic [lfsr_width-1:0] gen_pattern
    );
   logic [lfsr_width-1:0] 	  pattern_aux;   
   always_ff@(posedge clk) 
     begin   
        integer i;
        if(new_seed)  begin        
           for (i = 0; i < lfsr_width; i = i + 1) begin
              if ((i !=lfsr_width-1)) begin
                 pattern_aux[i] <= seed[i+1];
              end         
           end
           pattern_aux[lfsr_width-1]  <= (seed[0]~^seed[1]~^seed[3]~^seed[4]);  
        end               
        else begin
           if (!regen) begin   
              if (readyMig) begin 
                 for (i = 0; i < lfsr_width; i = i + 1) begin
                    if ((i != lfsr_width-1)) begin
                       pattern_aux[i] <= pattern_aux[i+1];
                    end         
                 end
                 pattern_aux[lfsr_width-1]  <= (pattern_aux[0]~^pattern_aux[1]~^pattern_aux[3]~^pattern_aux[4]);  
              end
              else begin
                 pattern_aux <= pattern_aux; 
              end
           end
           else begin      
              if (rd_valid) begin
                 for (i = 0; i < lfsr_width; i = i + 1) begin
                    if ((i != lfsr_width-1)) begin
                       pattern_aux[i] <= pattern_aux[i+1];
                    end         
                 end
                 pattern_aux[lfsr_width-1]  <= (pattern_aux[0]~^pattern_aux[1]~^pattern_aux[3]~^pattern_aux[4]);
              end
              else begin
                 pattern_aux <= pattern_aux; 
              end
           end
        end
     end
   always_comb
     begin
        if(new_seed)  begin
           gen_pattern = seed; 
        end
        else begin
           gen_pattern = pattern_aux; 
        end
     end
endmodule 
module mem_tgen_checker
  #(
    parameter DRAM_BUS_WIDTH = 8,
    parameter FE_CMD_WIDTH = 1,
    parameter FE_WRITE = 0,
    parameter FE_ADDR_WIDTH = 32,
    parameter FE_ID_WIDTH = 16,
    parameter NUM_TRANSACTIONS = 10000000,
    parameter BL = 8
    )
   (
    input 				 ui_clk,
    input 				 ui_rst_n,
    input logic 			 fe_stall,
    output logic 			 fe_req,
    output logic [FE_CMD_WIDTH-1:0] 	 fe_cmd,
    output logic [FE_ADDR_WIDTH-6-1:0] 	 fe_addr,
    output logic [FE_ID_WIDTH-1:0] 	 fe_id,
    output logic [DRAM_BUS_WIDTH*BL-1:0] fe_data,
    input logic [DRAM_BUS_WIDTH*BL-1:0]  fe_read_data,
    input logic [FE_ID_WIDTH-1:0] 	 fe_read_id,
    input logic 			 fe_read_valid,
    output logic 			 data_cmp_err
    );
   logic 				fe_req_wr;
   logic 				fe_wr_stall;
   logic [FE_CMD_WIDTH-1:0] 		fe_cmd_wr; 
   logic [FE_ADDR_WIDTH-6-1:0] 		fe_addr_wr; 
   logic 				fe_req_rd;
   logic [FE_CMD_WIDTH-1:0] 		fe_cmd_rd;
   logic 				fe_cmd_sel;
   logic [FE_ADDR_WIDTH-6-1:0] 		fe_addr_rd;
   logic 				fe_stall_q;
   logic 				fe_req_regen;
   logic [FE_CMD_WIDTH-1:0] 		fe_cmd_regen;
   logic [FE_ADDR_WIDTH-6-1:0] 		fe_addr_regen;
   logic [FE_ID_WIDTH-1:0] 		fe_id_regen;
   logic [DRAM_BUS_WIDTH*BL-1:0] 	fe_data_regen;
   logic [DRAM_BUS_WIDTH*BL-1:0] 	fe_read_data_q;
   logic [FE_ID_WIDTH-1:0] 		fe_read_id_q;
   logic 				fe_read_valid_q;
   logic [63:0] 			fe_write_cnt;
   logic [$clog2(NUM_TRANSACTIONS)-1:0] write_cnt;
   logic 				stop_lfsr;
   lfsr_gen
     #(
       .lfsr_width(FE_ADDR_WIDTH-6+1+1)  
       )lfsr_generate_addr_wr
       (
	.clk(ui_clk),
	.new_seed(~ui_rst_n || stop_lfsr),  
	.seed(66'h2734c673a47f2345a),  
	.readyMig((~fe_stall) && !(fe_wr_stall||(fe_cmd_sel && (fe_write_cnt>0)))),  
	.regen(1'b0),  
	.rd_valid(1'b0),  
	.gen_pattern({fe_addr_wr,fe_cmd_wr,fe_req_wr})
    );
   lfsr_gen
     #(
       .lfsr_width(FE_ADDR_WIDTH-6+1+1)
       )lfsr_generate_addr_rd
       (
	.clk(ui_clk),
	.new_seed(~ui_rst_n || stop_lfsr),  
	.seed(66'h2734c673a47f2345a),  
	.readyMig((~fe_stall) && (fe_wr_stall||(fe_cmd_sel && (fe_write_cnt>0)))),  
	.regen(1'b0),  
	.rd_valid(1'b0),  
	.gen_pattern({fe_addr_rd,fe_cmd_rd,fe_req_rd})
    );
   lfsr_gen
     #(
       .lfsr_width(DRAM_BUS_WIDTH*BL)
       )lfsr_generate_data
       (
	.clk(ui_clk),
	.new_seed(~ui_rst_n || stop_lfsr),  
	.seed(512'h7cb7467189af4346_fcabbfa445676870_4125234647787889_afc444334bb34245_85768a424fc4256_453667ab678f6909_018783ab3645ac39_343cffb342c5645f),  
	.readyMig((~fe_stall)&& (fe_req_wr) && !(fe_wr_stall||(fe_cmd_sel && (fe_write_cnt>0)))),
	.regen(1'b0),  
	.rd_valid(1'b0),  
	.gen_pattern(fe_data)
    );
   lfsr_gen
     #(
       .lfsr_width(16)
       )lfsr_generate_cmd_sel
       (
	.clk(ui_clk),
	.new_seed(~ui_rst_n || stop_lfsr),  
	.seed(16'h8dc3),  
	.readyMig(1'b1),  
	.regen(1'b0),  
	.rd_valid(1'b0),  
	.gen_pattern(fe_cmd_sel)
    );
   assign fe_addr = (fe_wr_stall||(fe_cmd_sel && (fe_write_cnt>0)))?fe_addr_rd:fe_addr_wr;
   assign fe_cmd = (fe_wr_stall||(fe_cmd_sel && (fe_write_cnt>0)))?1'b1:1'b0;
   assign fe_req = ((fe_wr_stall||(fe_cmd_sel && (fe_write_cnt>0)))?fe_req_rd:fe_req_wr) && !fe_stall;
   always_ff@(posedge ui_clk, negedge ui_rst_n)
     begin
	if(ui_rst_n == 1'b0)
	  begin
	     fe_stall_q <= '1;
	     fe_write_cnt <= '0;
	     fe_wr_stall <= '0;
	     write_cnt <= NUM_TRANSACTIONS-1;
	     stop_lfsr <= 1'b0;
	  end
	else
	  begin
	     fe_stall_q <= fe_stall;
	     if((fe_cmd == FE_WRITE) && fe_req)
	       write_cnt <= write_cnt - 1;
	     if(write_cnt == '0)
	       stop_lfsr <= 1'b1;
	     if(!fe_stall) begin
		if((fe_wr_stall||(fe_cmd_sel && (fe_write_cnt>0))))
		  fe_write_cnt <= fe_write_cnt - 1;
		else
		  fe_write_cnt <= fe_write_cnt + 1;
		if(fe_write_cnt>15)
		  fe_wr_stall <= 1;
		else
		  if(fe_wr_stall && (fe_write_cnt<8))
		    fe_wr_stall <= 0;
	     end
	  end  
     end  
   lfsr_gen
     #(
       .lfsr_width(DRAM_BUS_WIDTH*BL)
       )lfsr_regenerate_data
       (
	.clk(ui_clk),
	.new_seed(~ui_rst_n),  
	.seed(512'h7cb7467189af4346_fcabbfa445676870_4125234647787889_afc444334bb34245_85768a424fc4256_453667ab678f6909_018783ab3645ac39_343cffb342c5645f),  
	.readyMig('0),  
	.regen(1'b1),  
	.rd_valid(fe_read_valid),  
	.gen_pattern(fe_data_regen)
    );
   always_ff@(posedge ui_clk, negedge ui_rst_n)
     begin
	if(ui_rst_n == 1'b0)
	  begin
	     fe_read_valid_q <= '0;
	     fe_read_data_q <= '0;
	     fe_read_id_q <= '0;
	  end
	else
	  begin
	     fe_read_valid_q <= fe_read_valid;
	     fe_read_data_q <= fe_read_data;
	     fe_read_id_q <= fe_read_id;
	  end
     end  
   always_ff@(posedge ui_clk, negedge ui_rst_n)
     begin
	if(ui_rst_n == 1'b0)
	  begin
	     data_cmp_err <= 1'b0;
	  end
	else
	  begin
	     if(fe_read_valid)
	       begin
		  if(fe_read_data != fe_data_regen)
		    begin
		       data_cmp_err <= 1'b1;
		    end
		  else
		    begin
		       data_cmp_err <= data_cmp_err;
		    end
	       end
	  end  
     end  
    always_ff @(posedge ui_clk, negedge ui_rst_n)
     begin
	if(ui_rst_n == 1'b0)
	  begin
	     fe_id <= '0;
	     fe_id_regen <= '0;
	  end
	else
	  begin
	     if((~fe_stall_q)&&((fe_cmd_sel && (fe_write_cnt>0))?fe_req_rd:fe_req_wr))
	       fe_id <= fe_id + 1;
	     if(((fe_cmd_regen==FE_WRITE) && fe_req_regen)?1'b1:fe_read_valid)
	       fe_id_regen <= fe_id_regen + 1;
	  end
     end  
endmodule 
==> Slide: Implementation Results <==
Flow Results at a Glance

Die
  • DIE AREA: 43500 µm²
  • Rows: 75
  • Die H: 209 µm
  • Die X-Extent: 209 µm
  • Io pins: 193
  • Core Area: 42000 µm²
  • Core Util at FP: 40.6%

Timing
  • Clock skew: 0.0157 ns
  • Final min period: 14.25 ns
  • Slew HR: 36.7%
  • Fin crit share: 47.8%
  • Setup-failing EPs final: 0
  • Hold Vio Cnt, Final: 0
  • Achievable Freq: 0.0702 GHz
  • Setup_tns: 0 ns
  • Max Slew Vio Count: 0
  • Unrepaired setup endpoints after global routing: no
  • Worst Tran Pin Value: 0.941 ns

GRT
  • GR Util All Layers: 19.9%
  • Number of global-route vias before repair: 13.4k
  • Largest net degree at the start of global routing: 80
  • Gr ovfl total: 0
  • Initial antenna violation count: 0
  • First-pass GRT wire length: 69600 µm

Final layout
  • Top Layout Cells: nand2_1 (340), dfxtp_1 (200), clkdlybuf4s50_1 (173), o21ai_0 (127), nor2_1 (112)
  • Share of cells above drive strength 1: 7.22%
  • Syn-to-layout area delta: 20.6%
  • Most frequent logic cell in the layout: nand2_1
  • Design Area, Final: 20600 µm²

Critical path
  • Path depth of the worst reg2reg path: 19
  • Worst-path maximum fanout: 76
  • Setup CP Type: primary input to primary output
  • Worst setup SP type: primary input
  • Crit path capture type: primary output
  • R2R Setup Slk: 23.80 ns
  • Worst r2r src: fe_write_cnt[34]
  • Critical Path RT: 23.84 ns
  • Worst Path Arrival: 8.29 ns
  • Crit Reg-Reg Endpoint: fe_write_cnt[59]

Logic synthesis
  • Mapped cell area: 17100 µm²
  • Count of different cell masters after synthesis: 69
  • Async SR Flop Fraction: 35.1%
  • Yosys stat area: 17100 µm²
  • EDFF count, synth: 0
  • YS warnings: 5
  • Commonest flop: dfxtp_1
  • Ys flops: 308
  • Post-synthesis cell count: 2019
  • Ys cells: 2019
  • Syn Area/Cell: 8.45 µm²
  • Seq/Total Area, Yosys: 39.4%

CTS
  • Hold_buf cts: 0
  • CTS tree: built
  • Root Buffer: clkbuf_16
  • Clk sinks: 308
  • PostCTS Resize Cnt: 0
  • Cts bufs inserted: 37
  • H-tree depth: 2
  • Worst-case clock buffer depth: 3
  • Clk slew on worst S/H paths: 0.06 ns
  • # Post-CTS Setup Buffers: 0
  • Clk latency late pin: 0.56 ns

Placement
  • Post-Place Cell Area: 19200 µm²
  • Number of buffers added on ports: 176
  • Final RePlAce weighted congestion: 0.912
  • Post-DP HPWL: 28800 µm

Flow run
  • Count of tool warnings: 42
  • Max-Cap Viols: 0

Routing
  • Routed vias: 14.3k
  • Post-route DRC: 0
  • TritonRoute pass-1 iters: 5
  • Vias per cell: 5.28
  • Antenna diodes: 0
  • Post-route ant nets: 0
  • Mean routed wirelength per cell: 15.4 µm
  • DRT Wirelength: 41700 µm
  • 1st-iter DRT viols: 787

Power
  • Pwr dens: 82.1 nW/µm²
  • Power Total: 1.69 mW
  • Static leakage: 8.34 nW
  • VDD IR-drop max: 0.0447 mV

Min path
  • Hold Crit Class: flip-flop to flip-flop
  • Hold_sp: lfsr_generate_cmd_sel.pattern_aux[7]
  • Hold Path Stages: 1
  • Worst hold endpoint: lfsr_generate_cmd_sel.pattern_aux[6]

Run status
  • Status: complete, no violations
Yosys cell counts, drive strengths merged, types with 27 or more instances:
master | number | share of area, %
nand2b | 50 | 1.8
buf | 28 | 0.73
nor3 | 30 | 0.98
mux2i | 82 | 4.8
and2 | 42 | 1.5
mux2 | 35 | 2.3
a21oi | 109 | 3.2
dfxtp | 200 | 23
inv | 68 | 1.5
nand2 | 340 | 7.5
clkbuf | 78 | 1.7
o21ai | 133 | 3.9
nor4 | 34 | 1.4
a21o | 27 | 1.2
ha | 65 | 4.8
xor2 | 44 | 2.3
dfrtp | 93 | 14
xnor2 | 92 | 4.7
nor2b | 39 | 1.4
nand3 | 85 | 2.5
nor2 | 114 | 2.5
registers in the layout, indices dropped and copies added, names as in the netlist, 16 cells and up:
signal,cells
write_cnt,24
fe_id,16
lfsr_regenerate_data.pattern_aux,64
lfsr_generate_cmd_sel.pattern_aux,16
lfsr_generate_data.pattern_aux,64
lfsr_generate_addr_wr.pattern_aux,28
lfsr_generate_addr_rd.pattern_aux,28
fe_write_cnt,64
per-layer routing:
metal	track usage [%]	up-vias	wire length [µm]
met5	0	-	0
met4	3.32	0	789
met3	3.19	53	1700
met2	29.5	259	18300
met1	31.8	6666	20900
li1	-	7361	-
power breakdown:
group / internal (mW) / switching [mW]
logic: 0.292 / 0.389
registers: 0.471 / 0.0540
clock network: 0.296 / 0.186
total: 1.06 / 0.629
metrics by stage:
stage	utilization (%)	hold slack [ns]	cells	setup WS, ns
2_1_floorplan	-	0.386	2019	16.27
3_3_place_gp	45.8	0.393	2646	15.54
3_5_place_dp	45.8	0.395	2646	15.54
4_1_cts	48.9	0.412	2714	15.51
5_1_grt	48.9	0.431	2714	15.42
6_report	48.9	0.409	2714	15.55
final cells by class:
type	count	area (µm²)
Sequential cell	308	6730
Multi-Input combinational cell	1536	9680
Clock inverter	14	200
Fill cell	3858	21500
Timing Repair Buffer	194	1900
Tap cell	539	674
Inverter	69	259
Clock buffer	54	1140
worst max-delay path by stage:
stage,start,to,slack [ns],cells past startpoint
5_1_grt,ui_rst_n,fe_addr[0],15.42,9
6_report,ui_rst_n,fe_addr[0],15.55,9
4_1_cts,ui_rst_n,fe_addr[0],15.51,9
cells by family after synthesis:
group           Yosys count  share of synthesized area [%]
xor+xnor                136                           6.98
mux                     117                           7.12
flops                   308                           39.4
compound gates          414                           15.1
buf+inv                 175                           3.96
simple gates            803                           22.5
fa+ha+maj                66                           4.88
worst max-delay path, cell delays in order:
cell             delay, ns
clkbuf_8              0.38
nand2b_2              0.10
nor2_1                0.13
a21oi_2               0.09
nor2_4                0.18
buf_4                 0.45
mux2i_1               0.17
nor2_1                0.25
clkdlybuf4s50_1       0.51
Power and IR drop assume default switching activity.
