$ cat ./run.sh
#!/bin/bash
# OpenROAD 26Q1-2900-gdf79404cd8, Yosys 0.63+post, stock flow scripts
make -C /OpenROAD-flow-scripts/flow DESIGN_CONFIG=/design/flow/config.mk WORK_HOME=/design/flow/orfs finish
$ cat ./config.mk
export PLATFORM = sky130hd
export DESIGN_NAME = axi_w_buffer
export DESIGN_NICKNAME = axi_w_buffer
export VERILOG_FILES = /design/flow/design.v
export SDC_FILE = /design/flow/constraint.sdc
export NUM_CORES = 4
export LEC_CHECK = 1
export CORE_UTILIZATION = 40
$ cat ./constraint.sdc
current_design axi_w_buffer

set clk_period 5.6
set clk_io_pct 0.2

create_clock -name clk0 -period $clk_period [get_ports {clk_i}]

set non_clock_inputs [all_inputs -no_clocks]
set_input_delay [expr $clk_period * $clk_io_pct] -clock clk0 $non_clock_inputs
set_output_delay [expr $clk_period * $clk_io_pct] -clock clk0 [all_outputs]
$ cat ./design.v
module axi_w_buffer
#(
    parameter DATA_WIDTH   = 64,
    parameter USER_WIDTH   = 6,
    parameter BUFFER_DEPTH = 2,
    parameter STRB_WIDTH   = DATA_WIDTH/8    
)
(
    input logic                   clk_i,
    input logic                   rst_ni,
    input logic                   test_en_i,
    input logic                   slave_valid_i,
    input logic  [DATA_WIDTH-1:0] slave_data_i,
    input logic  [STRB_WIDTH-1:0] slave_strb_i,
    input logic  [USER_WIDTH-1:0] slave_user_i,
    input logic                   slave_last_i,
    output logic                  slave_ready_o,
    output logic                  master_valid_o,
    output logic [DATA_WIDTH-1:0] master_data_o,
    output logic [STRB_WIDTH-1:0] master_strb_o,
    output logic [USER_WIDTH-1:0] master_user_o,
    output logic                  master_last_o,
    input  logic                  master_ready_i
);
   logic [DATA_WIDTH+STRB_WIDTH+USER_WIDTH:0] s_data_in;
   logic [DATA_WIDTH+STRB_WIDTH+USER_WIDTH:0] s_data_out;
   assign s_data_in = { slave_user_i,  slave_strb_i,  slave_data_i,  slave_last_i  };
   assign             { master_user_o, master_strb_o, master_data_o, master_last_o } = s_data_out;
   generic_fifo
   #(
      .DATA_WIDTH ( 1+DATA_WIDTH+STRB_WIDTH+USER_WIDTH ),
      .DATA_DEPTH ( BUFFER_DEPTH          )
   )
   buffer_i
   (
      .clk           ( clk_i           ),
      .rst_n         ( rst_ni          ),
      .data_i        ( s_data_in       ),
      .valid_i       ( slave_valid_i   ),
      .grant_o       ( slave_ready_o   ),
      .data_o        ( s_data_out      ),
      .valid_o       ( master_valid_o  ),
      .grant_i       ( master_ready_i  ),
      .test_mode_i   ( test_en_i       )
   );
endmodule
module generic_fifo
#(
   parameter                       DATA_WIDTH = 32,
   parameter                       DATA_DEPTH = 8
)
(
   input  logic                                    clk,
   input  logic                                    rst_n,
   input  logic [DATA_WIDTH-1:0]                   data_i,
   input  logic                                    valid_i,
   output logic                                    grant_o,
   output logic [DATA_WIDTH-1:0]                   data_o,
   output logic                                    valid_o,
   input  logic                                    grant_i,
   input  logic                                    test_mode_i
);
   localparam  ADDR_DEPTH = $clog2(DATA_DEPTH);
   enum logic [1:0] { EMPTY, FULL, MIDDLE } CS, NS;
   logic       gate_clock;
   logic       clk_gated;
   logic [ADDR_DEPTH-1:0]          Pop_Pointer_CS,  Pop_Pointer_NS;
   logic [ADDR_DEPTH-1:0]          Push_Pointer_CS, Push_Pointer_NS;
   logic [DATA_WIDTH-1:0]          FIFO_REGISTERS[DATA_DEPTH-1:0];
   integer                         i;
   // synopsys translate_off
   initial
   begin : parameter_check
      integer param_err_flg;
      param_err_flg = 0;
      if (DATA_WIDTH < 1)
      begin
         param_err_flg = 1;
         $display("ERROR: %m :\n  Invalid value (%d) for parameter DATA_WIDTH \
                  (legal range: greater than 1)", DATA_WIDTH );
      end
      if (DATA_DEPTH < 1)
      begin
         param_err_flg = 1;
         $display("ERROR: %m :\n  Invalid value (%d) for parameter DATA_DEPTH \
                  (legal range: greater than 1)", DATA_DEPTH );
      end
   end
   // synopsys translate_on
   pulp_clock_gating cg_cell
   (
     .clk_i     ( clk         ),
     .en_i      (~gate_clock  ),
     .test_en_i ( test_mode_i ),
     .clk_o     ( clk_gated   )
   );
   always_ff @(posedge clk, negedge rst_n)
   begin
       if(rst_n == 1'b0)
       begin
               CS              <= EMPTY;
               Pop_Pointer_CS  <= {ADDR_DEPTH {1'b0}};
               Push_Pointer_CS <= {ADDR_DEPTH {1'b0}};
       end
       else
       begin
               CS              <= NS;
               Pop_Pointer_CS  <= Pop_Pointer_NS;
               Push_Pointer_CS <= Push_Pointer_NS;
       end
   end
   always_comb
   begin
      gate_clock      = 1'b0;
      case(CS)
      EMPTY:
      begin
          grant_o = 1'b1;
          valid_o = 1'b0;
          case(valid_i)
          1'b0 :
          begin
                  NS                      = EMPTY;
                  Push_Pointer_NS = Push_Pointer_CS;
                  Pop_Pointer_NS  = Pop_Pointer_CS;
                  gate_clock      = 1'b1;
          end
          1'b1:
          begin
                  NS                      = MIDDLE;
                  Push_Pointer_NS = Push_Pointer_CS + 1'b1;
                  Pop_Pointer_NS  = Pop_Pointer_CS;
          end
          endcase
      end 
      MIDDLE:
      begin
          grant_o = 1'b1;
          valid_o = 1'b1;
          case({valid_i,grant_i})
          2'b01:
          begin
                  gate_clock      = 1'b1;
                  if((Pop_Pointer_CS == Push_Pointer_CS -1 ) ||
                     ((Pop_Pointer_CS == DATA_DEPTH-1) && (Push_Pointer_CS == 0)))
                          NS              = EMPTY;
                  else
                          NS              = MIDDLE;
                  Push_Pointer_NS = Push_Pointer_CS;
                  if(Pop_Pointer_CS == DATA_DEPTH-1)
                          Pop_Pointer_NS  = 0;
                  else
                          Pop_Pointer_NS  = Pop_Pointer_CS + 1'b1;
          end
          2'b00 :
          begin
                  gate_clock      = 1'b1;
                  NS              = MIDDLE;
                  Push_Pointer_NS = Push_Pointer_CS;
                  Pop_Pointer_NS  = Pop_Pointer_CS;
          end
          2'b11:
          begin
                  NS              = MIDDLE;
                  if(Push_Pointer_CS == DATA_DEPTH-1)
                          Push_Pointer_NS = 0;
                  else
                          Push_Pointer_NS = Push_Pointer_CS + 1'b1;
                  if(Pop_Pointer_CS == DATA_DEPTH-1)
                          Pop_Pointer_NS  = 0;
                  else
                          Pop_Pointer_NS  = Pop_Pointer_CS  + 1'b1;
          end
          2'b10:
          begin
                  if(( Push_Pointer_CS == Pop_Pointer_CS - 1) ||
                     ((Push_Pointer_CS == DATA_DEPTH-1) && (Pop_Pointer_CS == 0)))
                          NS = FULL;
                  else
                          NS = MIDDLE;
                  if(Push_Pointer_CS == DATA_DEPTH - 1)
                          Push_Pointer_NS = 0;
                  else
                          Push_Pointer_NS = Push_Pointer_CS + 1'b1;
                  Pop_Pointer_NS = Pop_Pointer_CS;
          end
          endcase
      end
      FULL:
      begin
          grant_o = 1'b0;
          valid_o = 1'b1;
          gate_clock = 1'b1;
          case(grant_i)
          1'b1:
          begin
                  NS = MIDDLE;
                  Push_Pointer_NS = Push_Pointer_CS;
                  if(Pop_Pointer_CS == DATA_DEPTH-1)
                          Pop_Pointer_NS  = 0;
                  else
                          Pop_Pointer_NS  = Pop_Pointer_CS  + 1'b1;
          end
          1'b0:
          begin
                  NS              = FULL;
                  Push_Pointer_NS = Push_Pointer_CS;
                  Pop_Pointer_NS  = Pop_Pointer_CS;
          end
          endcase
      end  
      default :
      begin
          gate_clock      = 1'b1;
          grant_o         = 1'b0;
          valid_o         = 1'b0;
          NS              = EMPTY;
          Pop_Pointer_NS  = 0;
          Push_Pointer_NS = 0;
      end
      endcase
   end
   always_ff @(posedge clk_gated, negedge rst_n)
   begin
      if(rst_n == 1'b0)
      begin
      for (i=0; i< DATA_DEPTH; i++)
         FIFO_REGISTERS[i] <= {DATA_WIDTH {1'b0}};
      end
      else
      begin
         if((grant_o == 1'b1) && (valid_i == 1'b1))
            FIFO_REGISTERS[Push_Pointer_CS] <= data_i;
      end
   end
   assign data_o = FIFO_REGISTERS[Pop_Pointer_CS];
endmodule  
module pulp_clock_gating
(
    input  logic clk_i,
    input  logic en_i,
    input  logic test_en_i,
    output logic clk_o
  );
  logic clk_en;
  always_latch
  begin
     if (clk_i == 1'b0)
       clk_en <= en_i | test_en_i;
  end
  assign clk_o = clk_i & clk_en;
endmodule
==> reports/results.md <==
| Result | Reported |
|:---|:---|
| Run status | finished clean |
| Summed standard-cell area reported by yosys | 0.00721 sq mm |
| Ranking of synthesized cells by area | dfrtp_1 56%, mux2_2 36%, mux2_4 2.1%, buf_2 1.0%, ha_1 0.69% |
| Die height | 136 um |
| Unrepaired setup endpoints after global routing | false |
| Worst endpoint required time | 3.72 ns |
| Core Area | 0.0175 sq mm |
| Final global-route overflow total | 0 |
| Areal power density over the cells | 409 mW/mm^2 |
| Routed length per instance | 17.3 um |
| Total area of sequential cells | 0.00410 sq mm |
| Number of buffers added for setup after CTS | 0 |
| Number of search-and-repair iterations in the first detailed-routing pass | 4 |
| CP Data Arrival Time | 2.62 ns |
| Antenna-violating nets left | 0 |
| Via count of the first global-routing pass | 4898 |
| Multi-input gate area | 0.00296 sq mm |
| Leakage power figure | 4.37 nW |
| Via density | 5.02 |
| CTS tree | done |
| Detailed placement HPWL | 9260 um |
| Worst clock skew | 0.0157 ns |
| Count of routing violations after the opening detailed-route iteration | 137 |
| Max-slew headroom at the worst pin | 0.461 |
| Number of cells produced by synthesis | 465 |
| CTS clock-pin slew for the worst setup and hold paths | 0.06 ns |
| Most used flip-flop cell after synthesis | dfrtp_1 |
| Largest net degree at the start of global routing | 85 |
| Top cell area share | 0.562 |
| Max-capacitance violation count | 0 |
| Share of power burned in registers | 0.316 |
| Final max-slew violation count | 0 |
| Synth async-reset ratio | 0.994 |
| Filler-free cell count of the finished design | 875 |
| Clock group share of total power | 0.285 |
| Fillcell total | 1362 |
| Number of antenna violations at the first check in global routing | 0 |
| VDD IR-drop max | 0.000223 V |
| Switching share of power | 0.242 |
| Worst Setup Path Type | input port to latch |
| Die W | 136 um |
| Worst Max-Slew Pin Slew | 0.809 ns |
| Number of buffers inserted for hold repair after clock tree synthesis | 0 |
| Number of enable flip-flop cells | 0 |
| Post-synthesis to final-layout area growth | 37.7% |
| Worst reg2reg path depth | 2 |
| DRC violations left | 0 |
| Tool Warnings | 28 |
| Post-synthesis register bit count | 164 |
| Met1 Use GR | 0.251 |
| Total cells reported by yosys after synthesis | 465 |
| Netlist area before placement | 0.00721 sq mm |
| Gpl congestion | 0.784 |
| Synth warn | 4 |
| Layout cells sized above 1 | 0.451 |
| Met3 GRT Util | 0.0627 |
| Count of antenna diodes in the layout | 0 |
| # placed instances | 834 |
| Leading cell types in the layout, fill and taps excluded | 228 x mux2_2, 163 x clkdlybuf4s50_1, 161 x dfrtp_1 |
| Met2 track utilization from global routing | 0.281 |
| Die footprint | 0.0186 sq mm |
| Most frequent logic cell in the layout | mux2_2 |
| Power Internal | 3.08 mW |
| Number of distinct library cell variants in the gate-level netlist after synthesis | 30 |
| Cell resize tally after clock tree synthesis | 0 |
| Peak-usage layer in the global routing report | met2 |
| Total negative setup slack | 0 ns |
| Total power of the final layout | 4.06 mW |
| Vias after detailed routing | 4392 |
| First-pass GRT wire length | 24900 um |
| Site Rows | 48 |
| Class of the tightest hold or removal check | input port to async pin |
| Global Route Usage Sum | 0.179 |
| Critical path peak fanout | 4 |
| Startpoint type of the worst setup path | input port |
| Combinational fraction of design power | 0.399 |
| Clock latency on the worst-skew pair | 0.80 ns |
| Switching Power | 0.981 mW |
| Total Wirelength | 15100 um |
| Final setup fails | 0 |
| Port buffer count | 164 |
| Worst hold margin | 0.366 ns |
| Final hold viol count | 0 |
| CP Capture Type | latch |
| Mean instance size in the synthesized netlist | 15.5 sq um |
| Num ports | 165 |
| Pre-placement core utilization | 0.413 |
| Cell type with the highest aggregate area in the netlist | dfrtp_1 |
[worst paths after layout]
path / start / end / slack, ns
max reg2reg: buffer_i.CS[1] / buffer_i.cg_cell.clk_en / 1.72
max in group asynchronous: rst_ni / buffer_i.FIFO_REGISTERS[0][49] / 4.33
max in group gated: buffer_i.cg_cell.clk_en / clock gate / 1.69
min in group gated: buffer_i.cg_cell.clk_en / clock gate / 0.93
min in group clk0: buffer_i.FIFO_REGISTERS[1][6] / buffer_i.FIFO_REGISTERS[1][6] / 0.50
min reg2reg: buffer_i.FIFO_REGISTERS[1][6] / buffer_i.FIFO_REGISTERS[1][6] / 0.50
max: master_ready_i / buffer_i.cg_cell.clk_en / 1.10
min: rst_ni / buffer_i.FIFO_REGISTERS[1][33] / 0.37
[Yosys cell counts (2+ instances only)]
master / number
mux2_2: 228
dfrtp_1: 162
buf_2: 15
mux2_4: 10
clkbuf_1: 9
o21ai_0: 6
ha_1: 4
inv_1: 4
nand2_1: 3
buf_4: 2
buf_6: 2
nand3_1: 2
[metrics by stage]
step | cell area (sq um) | utilization | setup slack, ns
2_1_floorplan | 7210 | - | 0.747
4_1_cts | 9930 | 0.568 | 1.11
3_5_place_dp | 9070 | 0.519 | 0.202
6_report | 9930 | 0.568 | 1.10
5_1_grt | 9930 | 0.568 | 1.06
3_3_place_gp | 9070 | 0.519 | 0.203
[power by group through the flow]
| stage | clock network (mW) | logic [mW] | registers [mW] |
|---|---|---|---|
| final | 1.16 | 1.62 | 1.28 |
| after global routing | 1.23 | 1.76 | 1.33 |
| after CTS | 1.19 | 1.65 | 1.29 |
[area by class of cell]
class / instances / area share
Inverter: 4 / 0.00151
Timing Repair Buffer: 172 / 0.173
Sequential cell: 164 / 0.413
Clock buffer: 32 / 0.0729
Clock inverter: 9 / 0.0136
Tap cell: 225 / 0.0283
Multi-Input combinational cell: 269 / 0.298
[registers in the layout, summed over array words and instances (netlist names)]
signal and flops:
buffer_i.Push_Pointer_CS 1, buffer_i.cg_cell.clk_en 1, buffer_i.Pop_Pointer_CS 1, buffer_i.FIFO_REGISTERS 158, buffer_i.CS 3
[cell families (layout without fill, tap and decap cells)]
group / Yosys count / count (layout) / synth area share
mux: 238 / 238 / 0.377
flops: 163 / 163 / 0.566
buf+inv: 32 / 217 / 0.0224
simple gates: 15 / 15 / 0.0147
compound gates: 11 / 11 / 0.0102
fa+ha+maj: 4 / 4 / 0.00694
xor+xnor: 1 / 1 / 0.00121
latches: 1 / 1 / 0.00208
[critical path: stages]
cell and delay (ns):
clkdlybuf4s50_1 0.47, inv_1 0.07, ha_1 0.22, or3b_2 0.48, a31o_2 0.25
[metal layers]
| metal | vias up | share of wire | routed length, um |
|---|---|---|---|
| li1 | 2019 | - | - |
| met1 | 2230 | 0.44 | 6660 |
| met2 | 130 | 0.47 | 7080 |
| met3 | 13 | 0.077 | 1160 |
| met4 | 0 | 0.014 | 207 |
| met5 | - | 0 | 0 |
Power and IR drop assume default switching activity.
